## ./design.v

```verilog
`timescale 1ns / 1ps
module IDEX_Pipe_Reg(
    clk_i,
    rst_i,
    ALU_source_i,
	ALU_op_i,
	RegDst_i,
	branch_i,
	MEM_Read_i,
	MEM_Write_i,
	RegWrite_i,
	MEM2Reg_i,
	pc_next_i,
	data1_i,
	data2_i,
	Sign_Extend_addr_i,
	Reg_rs_i,
	Reg_rt_i,
	Reg_rd_i,
    ALU_source_o,
	ALU_op_o,
	RegDst_o,
	branch_o,
	MEM_Read_o,
	MEM_Write_o,
	RegWrite_o,
	MEM2Reg_o,
	pc_next_o,
	data1_o,
	data2_o,
	Sign_Extend_addr_o,
	Reg_rs_o,
	Reg_rt_o,
	Reg_rd_o
  );
input   		clk_i;		  
input   		rst_i;
input			ALU_source_i;
input	[3-1:0] ALU_op_i;
input			RegDst_i;
input			branch_i;
input			MEM_Read_i;
input			MEM_Write_i;
input			RegWrite_i;
input			MEM2Reg_i;
input	[31:0]	pc_next_i;
input	[31:0]	data1_i;
input	[31:0]	data2_i;
input	[31:0]	Sign_Extend_addr_i;
input	[5-1:0]	Reg_rs_i;
input	[5-1:0]	Reg_rt_i;
input	[5-1:0]	Reg_rd_i;
output reg			ALU_source_o;
output reg	[3-1:0] ALU_op_o;
output reg			RegDst_o;
output reg			branch_o;
output reg			MEM_Read_o;
output reg			MEM_Write_o;
output reg			RegWrite_o;
output reg			MEM2Reg_o;
output reg	[31:0]	pc_next_o;
output reg	[31:0]	data1_o;
output reg	[31:0]	data2_o;
output reg	[31:0]	Sign_Extend_addr_o;
output reg	[5-1:0]	Reg_rs_o;
output reg	[5-1:0]	Reg_rt_o;
output reg	[5-1:0]	Reg_rd_o;
always@(posedge clk_i) begin
    if(~rst_i)begin	
	  	ALU_source_o <= 0;
		ALU_op_o 	 <= 0;
		RegDst_o 	 <= 0;
		branch_o 	 <= 0;
		MEM_Read_o 	 <= 0;
		MEM_Write_o  <= 0;
		RegWrite_o 	 <= 0;
		MEM2Reg_o	 <= 0;
		pc_next_o 	 <= 0;
		data1_o 	 <= 0;
		data2_o 	 <= 0;
		Sign_Extend_addr_o <= 0;
		Reg_rs_o 	 <= 0;
		Reg_rt_o 	 <= 0;
		Reg_rd_o 	 <= 0;
	end 
	else begin
	  	ALU_source_o <= ALU_source_i;
		ALU_op_o 	<= ALU_op_i;
		RegDst_o 	<= RegDst_i;
		branch_o 	<= branch_i;
		MEM_Read_o 	<= MEM_Read_i;
		MEM_Write_o <= MEM_Write_i;
		RegWrite_o 	<= RegWrite_i;
		MEM2Reg_o	<= MEM2Reg_i;
		pc_next_o 	<= pc_next_i;
		data1_o 	<= data1_i;
		data2_o 	<= data2_i;
		Sign_Extend_addr_o <= Sign_Extend_addr_i;
		Reg_rs_o 	<= Reg_rs_i;
		Reg_rt_o 	<= Reg_rt_i;
		Reg_rd_o 	<= Reg_rd_i;
	end
end
endmodule	
```

## ./run.sh

```bash
#!/bin/bash
# OpenROAD 26Q1-2900-gdf79404cd8, Yosys 0.63+post, stock flow scripts
make -C /OpenROAD-flow-scripts/flow DESIGN_CONFIG=/design/flow/config.mk WORK_HOME=/design/flow/orfs finish
```

## ./config.mk

```make
export PLATFORM = sky130hd
export DESIGN_NAME = IDEX_Pipe_Reg
export DESIGN_NICKNAME = IDEX_Pipe_Reg
export VERILOG_FILES = /design/flow/design.v
export SDC_FILE = /design/flow/constraint.sdc
export NUM_CORES = 4
export LEC_CHECK = 1
export CORE_AREA = 10 10 166 166
export DIE_AREA = 0 0 176 176
```

## ./constraint.sdc

```tcl
current_design IDEX_Pipe_Reg

set clk_period 1.0
set clk_io_pct 0.2

create_clock -name clk0 -period $clk_period [get_ports {clk_i}]

set non_clock_inputs [all_inputs -no_clocks]
set_input_delay [expr $clk_period * $clk_io_pct] -clock clk0 $non_clock_inputs
set_output_delay [expr $clk_period * $clk_io_pct] -clock clk0 [all_outputs]
```

==> job_summary.md <==
## Synthesis and layout report

| Metric | Value |
|---|---|
| Vias in the first global route | about 3500 |
| CP endpoint kind | primary output |
| Main area contributors | dfxtp_1, and2_1, buf_6 |
| Die y size | 176 µm |
| First-pass GRT wire length | around 22000 µm |
| Area Overhead vs Synth | 79.7% |
| Post-synth top area cell | dfxtp_1 |
| Post-DP HPWL | 11700 µm |
| Final Setup Violations | around 150 |
| Top cells by count | and2_1, dfxtp_1, buf_2, buf_6 |
| Minimum clock period after layout | between 1 and 1.5 ns |
| Fraction of registers with async set/reset | 0% |
| Power Density | between 1500 and 2000 nW/µm² |
| Final Hold Violating Endpoints | 0 |
| Post-route antenna net violation count | 0 |
| Top Ports | 308 |
| Count of input and output buffers | just over 300 |
| Crit start category | register |
| H-tree depth | 4 |
| Largest net degree at the start of global routing | roughly 58 |
| CTS buffer count | 17 |
| Number of max-cap violations | 0 |
| Filler cell count in the final layout | roughly 2600 |
| Area leader share | roughly 74% |
| Syn_area_per_cell | around 13 µm² |
| Total Wirelength | around 15000 µm |
| Clk buf depth | 2 |
| Tool warnings | 27 |
| # diodes | 0 |
| Worst Hold Class | input pin to register |
| Worst path cell trace | buf_2 |
| Mapped Area | about 4200 µm² |
| Critical path arrival | 0.85 ns |
| Post-layout util | a little under a third |
| Pre-Place Util | between 10% and 20% |
| Initial DRC Count | roughly 73 |
| Critical path class | register to primary output |
| Antenna violations before repair | 0 |
| Area of the core | between 20000 and 25000 µm² |
| Drt first pass iters | 2 |
| Total GRT Usage | approximately a tenth |
| Reg area | approximately 3100 µm² |
| Clk slew on worst S/H paths | ~0.06 ns |
| Pre-CTS setup slack | -0.0508 ns |
| Leakage | 0.00337 µW |
| Via Count | approximately 3200 |
| # rows | 57 |
| Combinational Area | 957 µm² |
| Syn Inst Count | 322 |
| GP Congestion | 0.750 |
| WP buf/inv | 1 |
| Layout cells sized above 1 | between 30 and 40% |
| Yosys reg bits | between 150 and 200 |
| Tally of yosys warning messages | 1 |
| Clk sinks | around 150 |
| Yosys Chip Area | ~4200 µm² |
| Worst-Margin Slew | roughly 0.2 ns |
| Yosys cell count | between 300 and 400 |
| CTS tree | done |
| Chip footprint | between 30000 and 40000 µm² |
| Routed length per instance | around 15 µm |
| CP peak stage delay | between 0.3 and 0.4 ns |
| Critical path's top delay family | flip-flops |
| Register area share after synthesis | between 70% and 80% |
| Max stage delay cell, worst path | dfxtp_2 |
| Required @ worst endpoint | around 0.8 ns |
| Top FF cell, synth | dfxtp_1 |
| Status | complete, but fails checks |
| Violated checks | setup timing |
| Hold-fix buffers, CTS | 0 |
| Cycle use final | 105% |
| Global route overflow | 0 |
| Residual DRC | 0 |
| Flip-flops with a built-in enable | 0 |
| Synth cell types | 4 |
| Slew headroom | between 80 and 90% |
| Worst vdd ir | about 960 µV |
| Max frequency | around 950 MHz |
| Root buffer cell | clkbuf_16 |
| Vias per cell | between 3 and 4 |
| Final Slew Violations | 0 |
| Setup slack after layout | -0.0524 ns |
| RSZ-0062 raised after global routing | yes |
| Crit Path Max Fanout | 1 |
| Chip width | about 180 µm |
[registers in the layout, indices dropped and copies added, names as in the netlist, 3 cells and up]
name / flops
data1_o: 32
pc_next_o: 32
Reg_rs_o: 5
Sign_Extend_addr_o: 32
ALU_op_o: 3
data2_o: 32
Reg_rt_o: 5
Reg_rd_o: 5
[worst paths after layout]
kind              depth (start not counted)               endpoint  slack [ns]        from
hold / removal                            2  Sign_Extend_addr_o[0]        0.12       rst_i
setup / recovery                          1             data1_o[9]       -0.05  data1_o[9]
[placed cells by master, fill, tap and decap left out]
cell type        instances
and2_1                 153
buf_12                   3
buf_2                  152
buf_4                    3
buf_6                    1
bufinv_16                4
clkbuf_1                 1
clkbuf_16               17
clkbuf_8                 1
clkdlybuf4s50_1        153
clkinv_2                 4
clkinv_4                 4
dfxtp_1                129
dfxtp_2                 24
[metal layers]
metal  wire length [µm]  track usage, %  vias up
met3               2230            6.05       10
met2               6660            14.8      210
met5                  0               0        -
met1               5770            10.8     1416
li1                   -               -     1595
met4                176            1.13        0
[power by group]
group	switching (µW)	leakage [µW]	total, µW	internal [µW]
clock network	2570	0.000307	6800	4230
logic	301	0.00178	1200	897
registers	70.8	0.00128	6500	6430
total	2940	0.00337	14500	11600
[layout make-up]
| type | instances | share of cell area [%] |
|---|---|---|
| timing repair buffer | 312 | 32.0 |
| multi-input combinational | 153 | 12.8 |
| sequential | 153 | 41.5 |
| tap | 324 | 5.43 |
| clock inverter | 12 | 2.35 |
| clock buffer | 19 | 5.94 |
[repair_timing]
action                     in CTS  in global routing
setup endpoints to repair     153                153
setup buffers                   0                  0
pin swaps                       0                  0
resized                       501                 11
[metrics by stage]
stage	total power [µW]	hold WS (ns)	cells	TNS (ns)	cell area, µm²
global placement	8170	0.543	942	-0.191	7570
finish	14500	0.116	973	-2.16	7460
detailed placement	8180	0.544	942	-0.145	7570
global route	15200	0.105	973	-8.78	7460
floorplan	6820	0.322	322	0	4150
CTS	14800	0.105	973	-6.71	7440
[kinds of logic after synthesis]
family,count (synthesis),synth area share (%)
simple gates,153,23.1
buf+inv,16,3.14
flops,153,73.8
Power is estimated from default activity; no workload was simulated.
