==> flow/design.v <==
`timescale 1ns / 1ps
module EXMEM_Pipe_Reg(
    clk_i,
    rst_i,
	branch_i,
	MEM_Read_i,
	MEM_Write_i,
	RegWrite_i,
	MEM2Reg_i,
	Zero_i,
	branch_addr_i,
	ALU_result_i,
	write2Mem_Data_i,
	writeReg_i,
	branch_o,
	MEM_Read_o,
	MEM_Write_o,
	RegWrite_o,
	MEM2Reg_o,
	Zero_o,
	branch_addr_o,
	ALU_result_o,
	write2Mem_Data_o,
	writeReg_o
    );
input			branch_i;
input			MEM_Read_i;
input			MEM_Write_i;
input			RegWrite_i;
input			MEM2Reg_i;
input			Zero_i;
input	[31:0]	branch_addr_i;
input	[31:0]	ALU_result_i;
input	[31:0]	write2Mem_Data_i;
input	[5-1:0]	writeReg_i;
output reg			branch_o;
output reg			MEM_Read_o;
output reg			MEM_Write_o;
output reg			RegWrite_o;
output reg			MEM2Reg_o;
output reg			Zero_o;
output reg	[31:0]	branch_addr_o;
output reg	[31:0]	ALU_result_o;
output reg	[31:0]	write2Mem_Data_o;
output reg	[5-1:0]	writeReg_o;
input   clk_i;		  
input   rst_i;
always@(posedge clk_i) begin
    if(~rst_i)begin
		branch_o 	<= 0;
		MEM_Read_o 	<= 0;
		MEM_Write_o <= 0;
		RegWrite_o 	<= 0;
		MEM2Reg_o 	<= 0;
		Zero_o 		<= 0;
		branch_addr_o 	<= 0;
		ALU_result_o 	<= 0;
		write2Mem_Data_o<= 0;
		writeReg_o 	<= 0;
	end 
	else begin
	  	branch_o 	<= branch_i;
		MEM_Read_o 	<= MEM_Read_i;
		MEM_Write_o <= MEM_Write_i;
		RegWrite_o 	<= RegWrite_i;
		MEM2Reg_o 	<= MEM2Reg_i;
		Zero_o 		<= Zero_i;
		branch_addr_o 	<= branch_addr_i;
		ALU_result_o 	<= ALU_result_i;
		write2Mem_Data_o<= write2Mem_Data_i;
		writeReg_o 	<= writeReg_i;
	end 
end
endmodule	
==> flow/run.sh <==
#!/bin/bash
# OpenROAD 26Q1-2900-gdf79404cd8, Yosys 0.63+post, stock flow scripts
make -C /OpenROAD-flow-scripts/flow DESIGN_CONFIG=/design/flow/config.mk WORK_HOME=/design/flow/orfs finish
==> flow/config.mk <==
export PLATFORM = sky130hd
export DESIGN_NAME = EXMEM_Pipe_Reg
export DESIGN_NICKNAME = EXMEM_Pipe_Reg
export VERILOG_FILES = /design/flow/design.v
export SDC_FILE = /design/flow/constraint.sdc
export NUM_CORES = 4
export LEC_CHECK = 1
export CORE_UTILIZATION = 30
==> flow/constraint.sdc <==
current_design EXMEM_Pipe_Reg

set clk_period 1.0
set clk_io_pct 0.2

create_clock -name clk0 -period $clk_period [get_ports {clk_i}]

set non_clock_inputs [all_inputs -no_clocks]
set_input_delay [expr $clk_period * $clk_io_pct] -clock clk0 $non_clock_inputs
set_output_delay [expr $clk_period * $clk_io_pct] -clock clk0 [all_outputs]
==> qor.yml <==
synth-seq-cells: 107
cts_hold_buffers: 0
drtPass1Iterations: 2
p_total_mw: 7.705
clock.fmax_mhz: 1015
cp_top_family: "flip-flops"
grt_use_met1_pct: 19.00
chipArea_um2: 10040
layout_top_cells: "and2_1 (107), clkdlybuf4s50_1 (107), buf_2 (107)"
top_cell_area_share_pct: 74.08
drive_above_1_share_pct: 30.43
synth_cells: 225
fin_hold_ws_ns: 0.3287
critPathBufInv: 1
core_area_um2: 9284
warnings: 27
wire_per_inst_um: 12.11
ys_seq_share_pct: 74.08
antenna_cells: 0
die_width_um: 100.2
final_hold_viol_count: 0
postPlaceCellArea_um2: 5160
drt-total-wl_um: 6974
dpl.hpwl_um: 5164
synth_area_per_cell_um2: 12.85
final_util_pct: 51.89
slew_headroom_pct: 87.89
grt-ovfl-total: 0
fp_util_pct: 31.15
cts_sinks: 107
via_per_inst: 3.733
grt_pass1_vias: 2041
dp_cells: 560
cts_buffers: 9
top_area_cell: "dfxtp_1"
path_class: "reg2out"
hold_end: "write2Mem_Data_o[19]"
min_from: "rst_i"
critPathMaxStageDelay_ns: 0.33
die_y_um: 100.2
fin_crit_sh_pct: 98.55
rsz0062_at_grt: "yes"
fin_crit_ns: 0.9855
n_fill_cell: 872
startpoint_type: "register"
place_congestion: 0.7194
cts-root-buf: "clkbuf_8"
grt.met2_usage_pct: 21.76
powerDensity_nw_per_um2: 1600
vias: 2150
ys_cells: 225
drc: 0
worstSetupEndpointType: "primary output"
power.leakage_nw: 2.227
syn_to_final_growth_pct: 66.59
crit_chain: "buf_2"
place_ws_ns: -0.0009531
ys_warn_count: 1
cts_tree: "built"
seqCellArea_um2: 2155
grt_pass1_wl_um: 10550
cap_violations: 0
status: "completed"
setup_violations: 0
yosys_area_um2: 2892
synth_area_um2: 2892
critPathMaxFanout: 1
hold_path.class: "in2reg"
ios: 216
slowest_stage: "dfxtp_2"
path_clk_slew_ns: 0.10
fin_setup_tns_ns: 0
grt_max_degree: 58
design_area_um2: 4817
tightest_slew_ns: 0.1817
final_cells: 576
h-tree-depth: 3
slew_violations: 0
synth_cell_type_count: 4
cp.required_ns: 0.80
clockBufferDepth: 2
busiest_layer: "met2"
use_met3_pct: 6.303
rows: 35
post_cts_buffers: 0
logic_area_um2: 669.4
grt_use_total_pct: 14.00
port_buffers: 215
whs_path_depth: 3
cp.arrival_ns: 0.79
area_leaders: "dfxtp_1 (74%), and2_1 (23%), buf_6 (1.6%), buf_2 (1.2%)"
ant_nets: 0
antenna_found_initial: 0
ir_drop_mv: 0.6832
fin_ws_ns: 0.01450
drt-initial-drc-count: 32
[timing repair]
action                     4_1_cts  5_1_grt
pin swaps                        0        0
setup endpoints to repair      107      104
resized                        337        5
[synthesized netlist by cell type]
| cell | number |
|---|---|
| and2_1 | 107 |
| dfxtp_1 | 107 |
| buf_6 | 4 |
| buf_2 | 7 |
[how the worst max path moves through the flow]
stage	from	slack [ns]	cells past startpoint	to
final	branch_addr_o[21]	0.01	1	branch_addr_o[21]
after global routing	write2Mem_Data_o[3]	-0.05	1	write2Mem_Data_o[3]
after CTS	branch_addr_o[21]	-0.01	1	branch_addr_o[21]
[cells by family (layout without fill, tap and decap cells)]
family / after synthesis / after routing / share of synthesized area [%]
buffers and inverters: 11 / 233 / 2.769
AND/OR/NAND/NOR: 107 / 107 / 23.15
flip-flops: 107 / 107 / 74.08
[sequential cells by signal, indices dropped and copies added (netlist names), 5 cells and up]
register          count
ALU_result_o         32
branch_addr_o        32
write2Mem_Data_o     32
writeReg_o            5
[final cells by class]
cell class,count,area share [%]
sequential,107,44.73
timing repair buffer,217,34.42
clock buffer,9,2.571
clock inverter,7,1.039
multi-input combinational,107,13.90
tap,129,3.351
[worst min-delay path: cells and delay by family]
kind          cells  cell delay (ns)
buf+inv           2             0.30
simple gates      1             0.14
[power breakdown]
group | internal (mW) | switching, mW | total [mW]
combinational | 0.621 | 0.171 | 0.792
clock | 0.930 | 1.45 | 2.38
sequential | 4.49 | 0.0442 | 4.53
total | 6.04 | 1.66 | 7.71
[layer usage]
layer / vias up / routed length (um)
li1: 1106 / -
met1: 903 / 2904
met2: 132 / 3117
met3: 9 / 861
met4: 0 / 91
met5: - / 0
