==> ./design.v <==
`timescale 1ns / 1ps
module MEMWB_Pipe_Reg(
    clk_i,
    rst_i,
	RegWrite_i,
	MEM2Reg_i,
	MemData_i,
	ALU_result_i,
	writeReg_i,
	RegWrite_o,
	MEM2Reg_o,
	MemData_o,
	ALU_result_o,
	writeReg_o 
    );
input   		clk_i;		  
input   		rst_i;
input			RegWrite_i;
input			MEM2Reg_i;
input	[31:0]	MemData_i;
input	[31:0]	ALU_result_i;
input	[5-1:0]	writeReg_i;
output reg	RegWrite_o;
output reg	MEM2Reg_o;
output reg	[31:0]	MemData_o;
output reg	[31:0]	ALU_result_o;
output reg	[5-1:0]	writeReg_o; 
always@(posedge clk_i) begin
  if(~rst_i)begin
	RegWrite_o 	<= 0;
	MEM2Reg_o 	<= 0;
	MemData_o 	<= 0;
	ALU_result_o<= 0;
	writeReg_o 	<= 0;
  end 
  else begin
	RegWrite_o 	<= RegWrite_i;
	MEM2Reg_o 	<= MEM2Reg_i;
	MemData_o 	<= MemData_i;
	ALU_result_o<= ALU_result_i;
	writeReg_o 	<= writeReg_i;
  end
end
endmodule	
==> ./run.sh <==
#!/bin/bash
# OpenROAD 26Q1-2900-gdf79404cd8, Yosys 0.63+post, stock flow scripts
make -C /OpenROAD-flow-scripts/flow DESIGN_CONFIG=/design/flow/config.mk WORK_HOME=/design/flow/orfs finish
==> ./config.mk <==
export PLATFORM = sky130hd
export DESIGN_NAME = MEMWB_Pipe_Reg
export DESIGN_NICKNAME = MEMWB_Pipe_Reg
export VERILOG_FILES = /design/flow/design.v
export SDC_FILE = /design/flow/constraint.sdc
export NUM_CORES = 4
export LEC_CHECK = 1
export CORE_UTILIZATION = 30
==> ./constraint.sdc <==
current_design MEMWB_Pipe_Reg

set clk_period 1.0
set clk_io_pct 0.2

create_clock -name clk0 -period $clk_period [get_ports {clk_i}]

set non_clock_inputs [all_inputs -no_clocks]
set_input_delay [expr $clk_period * $clk_io_pct] -clock clk0 $non_clock_inputs
set_output_delay [expr $clk_period * $clk_io_pct] -clock clk0 [all_outputs]
==> impl_metrics.env <==
# source this file to load flow results
export IMPL_wl_per_cell_um=11.10
export IMPL_hold_path_class="in -> reg"
export IMPL_diodes=0
export IMPL_ys_cells=149
export IMPL_period_needed_ps=942.4
export IMPL_cts_buffer_depth=2
export IMPL_criticalPathCategory="reg -> out"
export IMPL_p_total_mw=5.416
export IMPL_leakage_nw=1.547
export IMPL_syn_area_mm2=0.001989
export IMPL_setup_viol=0
export IMPL_yosysSeqAreaShare_pct=71.45
export IMPL_area_growth_pct=66.48
export IMPL_synth_warnings=1
export IMPL_via_per_inst=3.834
export IMPL_path_max_fanout=1
export IMPL_vias=1457
export IMPL_final_util_pct=51.86
export IMPL_rows=29
export IMPL_yosys_area_mm2=0.001989
export IMPL_cp_slowest_cell="dfxtp_2"
export IMPL_avgSynthCellArea_um2=13.35
export IMPL_grt_max_degree=50
export IMPL_end_kind="output port"
export IMPL_drv_slew=0
export IMPL_rsz0062_at_grt="false"
export IMPL_synth_flops=71
export IMPL_grt_overflow=0
export IMPL_drtIter0Drc=21
export IMPL_cts_sinks=71
export IMPL_min_path_cells=3
export IMPL_drc=0
export IMPL_gp_routability_congestion=0.7115
export IMPL_synth_cell_types=3
export IMPL_path_buffers=1
export IMPL_final_cells=380
export IMPL_mostFrequentLayoutCells="buf_2 (72), and2_2 (71), clkdlybuf4s50_1 (71), dfxtp_1 (67), clkbuf_8 (9)"
export IMPL_worstMarginPinSlew_ps=154.4
export IMPL_status="finished clean"
export IMPL_warnings=25
export IMPL_crit_required_ps=800
export IMPL_hpwl_um=2997
export IMPL_first_pass_iters=2
export IMPL_slew_headroom_pct=89.71
export IMPL_wl_um=4217
export IMPL_critical_path_max_stage_delay_ps=320
export IMPL_cts_root_buf="clkbuf_8"
export IMPL_cts_tree="yes"
export IMPL_htreeDepth=3
export IMPL_crit_family="flip-flops"
export IMPL_cts_setup_buffers=0
export IMPL_initCoreUtil_pct=31.15
export IMPL_final_setup_tns_ps=0
export IMPL_cts_made_buffers=9
export IMPL_die_x_um=83.44
export IMPL_coreArea_mm2=0.006386
export IMPL_hold_path_end="MemData_o[28]"
export IMPL_timing_final_crit_share_pct=94.24
export IMPL_grtUsageTotal_pct=12.59
export IMPL_placedCellCount=364
export IMPL_grt_pass1_vias=1447
export IMPL_final_fill_count=594
export IMPL_max_cap_violations=0
export IMPL_hp_start="rst_i"
export IMPL_layout_top_cell="buf_2"
export IMPL_hold_viol_final=0
export IMPL_portBuffers=143
export IMPL_pwr_density_cell_mw_per_mm2=1635
export IMPL_chip_area_mm2=0.006961
export IMPL_syn_inst=149
export IMPL_path_cells="buf_2"
export IMPL_ant_nets=0
export IMPL_fmax_mhz=1061
export IMPL_ios=144
export IMPL_arrival_ps=740
export IMPL_drive_above_1_share_pct=53.47
export IMPL_ir_drop_v=0.0009014
export IMPL_grt_pass1_wl_um=6831
export IMPL_antenna_found_initial=0
export IMPL_clk_pin_slew_ps=70
export IMPL_dieHeight_um=83.44
export IMPL_startpoint_type="register"
[metal layers]
layer  routed length (um)  part of all wire, %  GRT usage, %  vias up
li1                     -                    -             -      746
met1                 1767                   42         17.35      618
met2                 1859                   44         19.23       84
met3                  521                   12         5.247        9
met4                   69                  1.6         2.619        0
met5                    0                    0             0        -
[how the worst max path moves through the flow]
stage | cells past startpoint | to | start | slack, ps
CTS | 1 | MemData_o[26] | MemData_o[26] | 30
global route | 1 | ALU_result_o[19] | ALU_result_o[19] | 20
finish | 1 | MemData_o[26] | MemData_o[26] | 60
[cells by family (layout without fill, tap and decap cells)]
logic type / count (synthesis) / after routing / share of synthesized area (%)
flops: 71 / 71 / 71.45
simple gates: 71 / 71 / 26.79
buf+inv: 7 / 161 / 1.761
[sequential cells by signal, summed over array words and instances, names as in the netlist]
name          flops
MEM2Reg_o         1
RegWrite_o        1
MemData_o        32
writeReg_o        5
ALU_result_o     32
[layout make-up]
cell class	instances	area (um^2)	share of cell area [%]
clock inverter	4	22.52	0.6800
timing repair buffer	145	1099	33.17
clock buffer	12	135.1	4.080
tap	77	96.34	2.909
sequential	71	1426	43.07
multi-input combinational	71	533.0	16.09
[cells in the mapped netlist (all sizes together)]
master	number	share of area [%]
clkbuf	7	1.8
and2	71	27
dfxtp	71	71
[per-stage QoR]
| stage | instance area (um^2) | hold slack (ps) | setup WS, ps |
|---|---|---|---|
| 6_report | 3312 | 356.2 | 57.60 |
| 5_1_grt | 3312 | 373.7 | 17.46 |
| 4_1_cts | 3312 | 356.0 | 27.89 |
| 3_5_place_dp | 3505 | 715.8 | 27.93 |
| 3_3_place_gp | 3505 | 720.8 | 27.14 |
| 2_1_floorplan | 1989 | 336.2 | 404.6 |
[power by group]
part / internal (mW) / switching, mW
clock network: 0.890 / 0.972
registers: 2.98 / 0.0277
logic: 0.440 / 0.106
total: 4.31 / 1.11
[timing repair]
action | CTS | global route
endpoints found under the setup margin | 71 | 0
hold buffers | 0 | 0
resized | 219 | 0
